`flow/config.mk`:
```
export PLATFORM = sky130hd
export DESIGN_NAME = Execute_Cycle
export DESIGN_NICKNAME = Execute_Cycle
export VERILOG_FILES = /design/flow/design.v
export SDC_FILE = /design/flow/constraint.sdc
export NUM_CORES = 4
export LEC_CHECK = 1
export CORE_UTILIZATION = 40
```
`flow/constraint.sdc`:
```
current_design Execute_Cycle

set clk_period 27.5
set clk_io_pct 0.2

create_clock -name clk0 -period $clk_period [get_ports {clk}]

set non_clock_inputs [all_inputs -no_clocks]
set_input_delay [expr $clk_period * $clk_io_pct] -clock clk0 $non_clock_inputs
set_output_delay [expr $clk_period * $clk_io_pct] -clock clk0 [all_outputs]
```
`flow/design.v`:
```
`timescale 1ns / 1ps
module Execute_Cycle(clk,rst,RegWriteE,JumpE,ResultSrcE,MemWriteE,BranchE,ALUControlE,ALUSrcE,RD1E,ForwardBE,
RD2E,PCE,RdE,ImmExtE,PCPlus4E,RegWriteM,ResultSrcM,MemWriteM,ALUResultM,WriteDataM,RdM,PCPlus4M,ForwardAE,
PCTargetE,ResultW,Rs1E,Rs2E,PCSrcE);
input clk,rst,RegWriteE,MemWriteE,BranchE,ALUSrcE,JumpE;
input[2:0] ALUControlE;
input [1:0] ResultSrcE,ForwardAE,ForwardBE;
input [31:0] RD1E,RD2E,PCE,ImmExtE,PCPlus4E,ResultW;
input [4:0] RdE;
input [4:0] Rs1E,Rs2E;
output RegWriteM,MemWriteM;
output [1:0] ResultSrcM;
output [31:0] ALUResultM,WriteDataM,PCPlus4M,PCTargetE;
output [4:0] RdM;
wire [31:0] SrcBE,ALU_result,SrcAE,SrcBE2;
wire ZeroE;
output PCSrcE;
reg RegWriteE_reg,MemWriteE_reg;
reg [1:0] ResultSrcE_reg;
reg [31:0] ALU_result_reg,WriteDataE_reg,PCPlus4E_reg;
reg [4:0] RdE_reg;
ALU_8 ALU_Execute(
                  .A(SrcAE),
                  .B(SrcBE),
                  .ALUControls(ALUControlE),
                  .result(ALU_result),
                  .Zero(ZeroE),
                  .N(),
                  .C(),
                  .V(),
                  .stl()
               );
mux2_1 mux_Execute(
                    .a(SrcBE2),
                    .b(ImmExtE),
                    .s(ALUSrcE),
                    .result(SrcBE)
                );               
mux4_1 mux3_1(
               .a(RD1E),
               .b(ResultW),
               .c(ALUResultM),
               .d(),
               .s(ForwardAE),
               .result(SrcAE)
                );
mux4_1 mux3_2(
                .a(RD2E),
                .b(ResultW),
                .c(ALUResultM),
                .d(),
                .s(ForwardBE),
                .result(SrcBE2)
                );
PCPlus4 Execute_adder(
                        .a(PCE),
                        .b(ImmExtE),
                        .s(PCTargetE)
                        );
always @(posedge clk or negedge rst )
begin
    if (rst == 1'b0)
        begin
        RegWriteE_reg <= 1'b0;
        MemWriteE_reg <= 1'b0;
        ResultSrcE_reg <= 2'b00;
        ALU_result_reg <=32'h00000000;
        WriteDataE_reg <=32'h00000000;
        RdE_reg <=5'h00;
        PCPlus4E_reg <=32'h00000000;
        end
        else begin
        RegWriteE_reg <= RegWriteE;
        MemWriteE_reg <=  MemWriteE;
        ResultSrcE_reg <= ResultSrcE;
        ALU_result_reg <=ALU_result;
        WriteDataE_reg <= SrcBE2;
        RdE_reg <= RdE;
        PCPlus4E_reg <= PCPlus4E;
        end
end
assign RegWriteM = ( rst == 1'b0 ) ? 1'b0 : RegWriteE_reg;
assign MemWriteM = ( rst == 1'b0 ) ? 1'b0 : MemWriteE_reg;
assign ResultSrcM = ( rst == 1'b0 ) ? 2'b00 : ResultSrcE_reg;
assign ALUResultM = ( rst == 1'b0 ) ? 32'h00000000 : ALU_result_reg;
assign WriteDataM = ( rst == 1'b0 ) ? 32'h00000000 : WriteDataE_reg;
assign RdM = ( rst == 1'b0 ) ? 5'h00 : RdE_reg;
assign PCPlus4M = ( rst == 1'b0 ) ? 32'h00000000 : PCPlus4E_reg;
assign PCSrcE =  (JumpE | (ZeroE & BranchE)); 
endmodule
`timescale 1ns / 1ps
module PCPlus4(a,b,s);
input [31:0] a,b;
output [31:0] s;
assign s = a + b;
endmodule
`timescale 1ns / 1ps
module ALU_8(A,B,ALUControls,result,Zero,N,C,V,stl);
input [31:0] A,B;
input [2:0] ALUControls;
output Zero;
output [31:0] result,  N, C, V, stl;
wire [31:0] a_and_b;
wire [31:0] a_or_b;
wire [31:0] not_b;
wire [31:0] mux_1;
wire [31:0] sum;
wire [31:0] mux_2;
wire [31:0] cout;
assign a_and_b = A & B;
assign a_or_b = A | B;
assign not_b = ~B;
assign mux_1= (ALUControls[0] == 1'b0) ? B : not_b; 
assign {cout,sum}= A + mux_1 + ALUControls[0];
assign mux_2= (ALUControls[2:0] == 3'b000) ? sum :
              (ALUControls[2:0] == 3'b001) ? sum :
              (ALUControls[2:0] == 3'b010) ? a_and_b :
              (ALUControls[2:0] == 3'b011) ? a_or_b : 
              (ALUControls[2:0] == 3'b101) ? stl : 32'h00000000;
assign result=mux_2;
assign Zero = ~(result);
assign N = result[31];
assign C = cout & (~ALUControls[1]);
assign V = (~ALUControls[1]) & (A[31] ^ sum[31]) & (~(A[31] ^ B[31] ^ ALUControls[0]));
assign stl = {31'b0000000000000000000000000000000 , sum[31]};
endmodule
`timescale 1ns / 1ps
module mux2_1(a,b,s,result);
input [31:0]a,b;
input s;
output [31:0] result;
assign result = s ? b : a ;
endmodule
`timescale 1ns / 1ps
module mux4_1(a,b,c,d,s,result);
input [31:0] a,b,c,d;
input [1:0] s;
output [31:0] result;
assign result = (s==2'b00) ? a :
                 (s==2'b01) ? b :
                 (s==2'b10) ? c :d ;
endmodule
```
`flow/run.sh`:
```
#!/bin/bash
# OpenROAD 26Q1-2900-gdf79404cd8, Yosys 0.63+post, stock flow scripts
make -C /OpenROAD-flow-scripts/flow DESIGN_CONFIG=/design/flow/config.mk WORK_HOME=/design/flow/orfs finish
```
==> results.cfg <==
; yosys + openroad results
[grt]
grt_use_total = 0.294
grt_pass1_vias = 8207
grt_antenna_before_repair = 3
grt-ovfl-total = 0
grt_pass1_wl_um = 51200
grt_max_degree = 85

[detailed_routing]
drtIter0Drc = 417
totalWireLength_um = 33900
wl_met3_um = 2200
route.layer.met1.wl_um = 15200
met2_wirelength_um = 15400
drc = 0
ant_nets = 0
topRoutingLayerUsed = met5
num_vias = 8789
avgRoutedWirePerCell_um = 19.8
first_pass_iters = 5
vias_per_cell = 5.14

[pwr]
p_seq_frac = 0.291
peakVddDrop_mv = 0.0314
power_frac_clock = 0.232
p_per_area_mw_per_mm2 = 43.8
power_uw = 589
switchingPower_uw = 208
power.internal_uw = 381
swShare = 0.353
power_frac_comb = 0.477
p_leak_nw = 5.89

[clock_network]
cts_buffers = 9
cts_setup_buffers = 0
cts_hold_buf = 0
cts.sinks = 105
cts_resized = 0
cts_tree = yes
clock_latency_ps = 360
htreeDepth = 3
root_buffer = clkbuf_16
cts_max_path_buffers = 2
path_clk_slew_ps = 90

[timing]
min_period_ps = 15890
tightest_slew_ps = 634
slew_headroom = 0.565
finalSetupViolations = 0
worst_slack_ps = 11610
rsz0062_at_grt = no
skew_ps = 16.7
period_used_share = 0.578
final_hold_viol_count = 0
final.setup.tns_ps = 0
fmax_ghz = 0.0629
drv_slew = 0
whs_ps = 576

[critical_path]
slowest_stage = buf_4
path_class = in -> out
required_ps = 22000
crit_fanout = 84
slowest_delay_ps = 600
arrival_ps = 10390
crit_chain = buf_6 -> buf_4 -> and2_1 -> nand2_1 -> o21ai_0 -> mux2i_1 -> xnor2_1 -> ha_1 -> o21ai_0 -> o21ai_1 -> a221oi_1 -> o21ai_0 -> a21oi_1 -> o41ai_4 -> a41oi_4 -> mux2i_1 -> nand3_1 -> nand3_1 -> clkdlybuf4s50_1
end_kind = output port
cp_top_family = AND-OR/OR-AND gates
worst_path_most_repeated_cell = o21ai_0
worst_setup_path_start_kind = input pin
cp.buffers_inverters = 3

[placement]
dpl-instance-area_mm2 = 0.0131
pre_cts_slack_ps = 11510
portBuffers = 350
place_hpwl_um = 27400
gp_congestion = 0.969

[run]
warnings = 36
maxCapViolCount = 0

[logic_synthesis]
synth.cell_area_mm2 = 0.00939
yosys_cells = 1075
synthCells = 1075
syn_area_per_cell_um2 = 8.73
ys_seq_elements = 105
area_leaders = dfrtp_1 28%, mux2i_1 9.0%, ha_1 8.1%
yosysSeqAreaShare = 0.280
async_reset_ff_frac = 1.00
ys_area_mm2 = 0.00939
yosysTopAreaCell = dfrtp_1
synth_cell_types = 70
synthFlopType = dfrtp_1
top_area_frac = 0.280
yosys_warnings = 65
synth-edff-count = 0

[floorplanning]
coreArea_mm2 = 0.0228
fp.dieW_um = 155
chip_area_mm2 = 0.0241
fp-utilization = 0.411
die_y_um = 155
rows = 55
ios = 361

[final_layout]
drive_gt1_frac = 0.0509
fillers = 2084
area_delta_synth_final_pct = 43.2
stdcell_area_mm2 = 0.0134

[min_path]
hold_class = reg -> reg

[status]
outcome = complete, no violations
## area by class of cell
cell class	instances	area [um2]	share of cell area
inverters	42	158	0.0117
diodes	1	2.50	0.000186
clock inverters	7	91.3	0.00680
repair buffers	362	3570	0.266
clock buffers	9	225	0.0168
multi-input cells	870	6370	0.474
flip-flops and latches	105	2630	0.196
well taps	313	392	0.0291
## metal layers
metal | vias to the layer above | GRT usage
met3 | 49 | 0.0596
met5 | - | 0
met1 | 4040 | 0.428
li1 | 4430 | -
met2 | 266 | 0.455
met4 | 4 | 0.0733
## Yosys cell counts, drive strengths merged, types with 8 or more instances
cell type / number
nand2: 91
o21bai: 10
mux2: 14
a211oi: 24
a21o: 42
mux2i: 84
a21oi: 62
o211ai: 8
nand3: 11
nand2b: 8
nor2: 53
nor3: 11
inv: 42
and2: 106
o21ai: 76
clkbuf: 42
a221oi: 9
xnor2: 64
maj3: 24
buf: 16
xor2: 20
ha: 61
dfrtp: 105
o21a: 25
## tightest hold or removal path: cells and delay by family (launching register included)
kind | cells | cell delay, ps
compound gates | 1 | 90
flops | 1 | 360
simple gates | 1 | 110
## per-stage QoR
step	utilization	cells
4_1_cts	0.588	1708
2_1_floorplan	-	1075
3_3_place_gp	0.574	1692
3_5_place_dp	0.574	1692
5_1_grt	0.588	1709
6_report	0.588	1709
## power groups by stage
stage | Combinational, mW | Clock, mW | Sequential, mW
after CTS | 0.282 | 0.142 | 0.172
after global routing | 0.310 | 0.147 | 0.173
final | 0.281 | 0.136 | 0.171
## cells in the final DEF (no fill, tap or decap), types with 20 or more instances in the layout
master | Yosys | final
clkdlybuf4s50_1 | 0 | 344
and2_1 | 106 | 106
dfrtp_1 | 105 | 105
nand2_1 | 91 | 91
mux2i_1 | 84 | 84
o21ai_0 | 69 | 69
xnor2_1 | 64 | 64
ha_1 | 61 | 61
a21oi_1 | 60 | 60
nor2_1 | 53 | 53
a21o_1 | 42 | 42
inv_1 | 41 | 41
o21a_1 | 25 | 25
maj3_1 | 24 | 24
a211oi_1 | 22 | 22
xor2_1 | 20 | 20
## cells by family (layout without fill, tap and decap cells)
group	after synthesis	count (layout)	share of synthesized area
simple gates	310	310	0.167
compound gates	291	291	0.216
flops	105	105	0.280
buf+inv	100	420	0.0412
mux	98	98	0.107
fa+ha+maj	87	87	0.111
xor+xnor	84	84	0.0784
other cells	0	1	0
## path summary, 6_finish.rpt
check,from,endpoint,slack (ps),cells past startpoint
worst max-delay path,rst,PCSrcE,11610,19
worst min-delay path,ALU_result_reg[0],WriteDataE_reg[0],580,2
worst max register to register,ALU_result_reg[8],ALU_result_reg[0],23470,16
worst min register to register,ALU_result_reg[0],WriteDataE_reg[0],580,2
max in group asynchronous,rst,ALU_result_reg[26],21350,2
min in group asynchronous,rst,WriteDataE_reg[6],5120,1
Power is estimated from default activity; no workload was simulated.
