==> /design/flow/design.v <==
`timescale 1ns / 1ps
module Writeback_cycle(clk,rst,ResultSrcW,ReadDataW,ALUResultW,
PCPlus4W,ResultW);
input clk,rst;
input [1:0] ResultSrcW;
input [31:0] ReadDataW,ALUResultW,PCPlus4W;
output [31:0] ResultW;
mux4_1 mux_writeback(
                     .a(ALUResultW),
                     .b(ReadDataW),
                     .c(PCPlus4W),
                     .d(),
                     .s(ResultSrcW),
                     .result(ResultW)
                     );
endmodule
`timescale 1ns / 1ps
module mux4_1(a,b,c,d,s,result);
input [31:0] a,b,c,d;
input [1:0] s;
output [31:0] result;
assign result = (s==2'b00) ? a :
                 (s==2'b01) ? b :
                 (s==2'b10) ? c :d ;
endmodule
==> /design/flow/run.sh <==
#!/bin/bash
# OpenROAD 26Q1-2900-gdf79404cd8, Yosys 0.63+post, stock flow scripts
make -C /OpenROAD-flow-scripts/flow DESIGN_CONFIG=/design/flow/config.mk WORK_HOME=/design/flow/orfs finish
==> /design/flow/config.mk <==
export PLATFORM = sky130hd
export DESIGN_NAME = Writeback_cycle
export DESIGN_NICKNAME = Writeback_cycle
export VERILOG_FILES = /design/flow/design.v
export SDC_FILE = /design/flow/constraint.sdc
export NUM_CORES = 4
export LEC_CHECK = 1
export CORE_AREA = 10 10 78 78
export DIE_AREA = 0 0 88 88
==> /design/flow/constraint.sdc <==
current_design Writeback_cycle

set clk_period 2.6
set clk_io_pct 0.2

create_clock -name clk0 -period $clk_period

set non_clock_inputs [all_inputs -no_clocks]
set_input_delay [expr $clk_period * $clk_io_pct] -clock clk0 $non_clock_inputs
set_output_delay [expr $clk_period * $clk_io_pct] -clock clk0 [all_outputs]
==> results_slide.txt <==
Run Summary

Die
  • # rows: 24
  • I/O pins: 132
  • Fp_density: 16.2%
  • Core area: 0.00441 mm2
  • Die ar.: 0.00774 mm2
  • Die width: 88 um
  • Height of the die: 88 um

Timing
  • Setup WS post-layout: 0.392 ns
  • Setup TNS Final: 0 ns
  • Max-slew violation count: 0
  • Fin crit share: 84.9%
  • Rel. slew slack: 82.5%
  • Fin. Hold Viols: 0
  • RSZ-0062 raised after global routing: false
  • Peak Freq: 0.453 GHz
  • Worst-Margin Slew: 0.263 ns
  • Setup Viol. Count Final: 0
  • Final Critical Period: 2.21 ns

Detailed routing
  • Total vias in the final route: about 1100
  • DR iter-0 viols: 20
  • Detailed Routing Iterations Pass 1: 4
  • Post-route DRC: 0
  • Final wirelength: ~4200 um
  • Post-route ant nets: 0
  • Wire length per cell: 15.1 um
  • # diodes: 0
  • Post-DR vias/cell: 4.08

Place
  • IO buf count: 130
  • Routability congestion estimate: 0.739
  • Pre-CTS WS: approximately 0.38 ns
  • Placed Cells: 281
  • DP HPWL: 3640 um

Global routing
  • Largest net degree at the start of global routing: 65
  • Met1 usage: 10.4%
  • Grt met3 use: 2.62%
  • All-layer global routing usage: 9.70%
  • Overflow after GRT: 0
  • Vias in the first global route: roughly 1200
  • Initial antenna violation count: 0
  • GR Util met2: 19.0%
  • First-pass GRT wire length: about 6100 um
  • Busiest grt layer: met2

Setup path
  • Critical path peak fanout: 1
  • Buffers and inverters on the worst path: 2
  • Most used cell, CP: clkdlybuf4s50_1
  • Crit path DAT: roughly 1.7 ns
  • CP endpoint kind: output port
  • Top Family by Delay on Critical Path: buffers and inverters
  • WS Path Type: in -> out
  • Slowest stage delay, CP: around 0.50 ns
  • Worst Setup Start Kind: input port
  • Critical Path, Cell by Cell: clkdlybuf4s50_1 -> mux2i_1 -> o21ai_0 -> clkdlybuf4s50_1
  • Required @ worst endpoint: about 2.1 ns
  • Critical-path top delay cell: clkdlybuf4s50_1

Layout
  • Flop area: 0 um2
  • Layout cells sized above 1: between 3 and 4%
  • Final std cells w/o fill: 281
  • # clk buffers: 0
  • Final core utilization: 45.6%
  • Seq cells: 0
  • Synthesis-to-layout area growth: 182%

Logic synthesis
  • Yosys stat cell total: 107
  • Distinct lib cells used: 8
  • Seq share, synth: 0%
  • Synth Warn #: 32
  • Chip Area, Yosys: 714 um2
  • Mapped Cells: 107
  • Mean Syn Cell Area: 6.68 um2
  • Post-synthesis cell area: 714 um2

Pwr
  • Overall power: 0.000320 W
  • Leak Pwr: 0.835 nW
  • Power per standard cell area: 159 mW/mm2
  • Max VDD drop: around 100 uV

Hold path
  • Hold crit path type: in -> out

Run
  • Tool Warnings: 34
  • Maximum Capacitance Violations: 0

Status
  • Status: complete, no violations

CTS
  • Post-CTS Hold Fix Bufs: 0
  • Post_cts resized: 0
  • Setup Fix Bufs, Post-CTS: 0
==> layout make-up <==
class | instances | area [um2]
repair buffers | 133 | 1340
multi-input cells | 96 | 608
well taps | 52 | 65.1
fillers | 447 | 2400
==> power by group <==
| group | switching, W | internal, W | total [W] |
|---|---|---|---|
| Clock | 0 | 0 | 0 |
| Sequential | 0 | 0 | 0 |
| Combinational | 0.0000796 | 0.000240 | 0.000320 |
| Total | 0.0000796 | 0.000240 | 0.000320 |
==> placed cells by master (no fill, tap or decap) <==
cell type | Yosys | layout
o21ai_0 | 2 | 2
buf_12 | 3 | 2
buf_4 | 0 | 1
mux2i_1 | 32 | 32
buf_2 | 7 | 2
nand2_1 | 32 | 32
clkdlybuf4s50_1 | 0 | 128
o21ai_1 | 28 | 28
o21ai_2 | 2 | 2
==> cells in the mapped netlist <==
cell,n,area [um2]
mux2i_1,32,320
nand2_1,32,120
o21ai_1,28,140
buf_2,7,35.0
buf_12,3,60.1
o21ai_0,2,10.0
o21ai_2,2,17.5
buf_6,1,11.3
==> logic make-up after synthesis <==
group,after synthesis,share of synthesized area [%]
multiplexers,32,44.8
AND/OR/NAND/NOR,32,16.8
AND-OR/OR-AND,32,23.5
buffers and inverters,11,14.9
==> layer usage <==
layer / vias to the layer above / part of all wire (%)
met2: 57 / 52
met4: 0 / 0.64
met1: 467 / 37
met3: 2 / 10
li1: 620 / -
met5: - / 0
==> final timing paths <==
path | from | end | slack (ns) | cells after the start
hold / removal | ResultSrcW[1] | ResultW[1] | 1.88 | 5
setup / recovery | ReadDataW[0] | ResultW[0] | 0.39 | 4
==> through the flow <==
| step | hold slack [ns] | cell area, um2 |
|---|---|---|
| 2_1_floorplan | 1.09 | 714 |
| 3_3_place_gp | 1.89 | 2010 |
| 3_5_place_dp | 1.90 | 2010 |
| 4_1_cts | 1.90 | 2010 |
| 5_1_grt | 1.93 | 2010 |
| 6_report | 1.88 | 2010 |
No activity file was given, so power comes from the tool's default toggle rates.
