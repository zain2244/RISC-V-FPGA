## flow/design.v

```verilog
`timescale 1ns / 1ps
module time1(clk1_s,clk);
input clk1_s;
output reg clk = 0;
reg [26:0] counter = 0;
always @ (posedge clk1_s )
begin
    if (counter == 100000000 - 1) 
    begin
   clk <= ~ clk ;
    counter <= 0;
end
else
counter <= counter + 1;
end
endmodule
```

## flow/run.sh

```bash
#!/bin/bash
# OpenROAD 26Q1-2900-gdf79404cd8, Yosys 0.63+post, stock flow scripts
make -C /OpenROAD-flow-scripts/flow DESIGN_CONFIG=/design/flow/config.mk WORK_HOME=/design/flow/orfs finish
```

## flow/config.mk

```make
export PLATFORM = sky130hd
export DESIGN_NAME = time1
export DESIGN_NICKNAME = time1
export VERILOG_FILES = /design/flow/design.v
export SDC_FILE = /design/flow/constraint.sdc
export NUM_CORES = 4
export LEC_CHECK = 1
export CORE_UTILIZATION = 30
```

## flow/constraint.sdc

```tcl
current_design time1

set clk_period 3.8
set clk_io_pct 0.2

create_clock -name clk0 -period $clk_period [get_ports {clk1_s}]

set non_clock_inputs [all_inputs -no_clocks]
set_input_delay [expr $clk_period * $clk_io_pct] -clock clk0 $non_clock_inputs
set_output_delay [expr $clk_period * $clk_io_pct] -clock clk0 [all_outputs]
```

==> metrics.cfg <==
[clock_tree]
cts_max_level = 1
cts_sinks = 28
cts_hold_buffers = 0
clk_pin_slew_worst_paths_ns = 0.09
clkLatencyLatePin_ns = 0.27
post-cts-setup-buffer-count = 0
cts_tree = yes
cts_resized = 0
cts_root_buf = clkbuf_8
clockBufferDepth = 2
cts_inserted_buffers = 3

[logic_synthesis]
synth-async-reset-ratio = 0
synth_cells = 137
ys_cells = 137
avgSynthCellArea_um2 = 9.078
ys_chip_area_um2 = 1244
xor_share = 0.09859
yosys_warnings = 1
ys_ff = 28
ys_types = 29
ys_sh_adder = 0.01006
netlist_logic_family_top = simple AND/OR/NAND/NOR gates
yosysMostFrequentCell = dfxtp_1
synth_area_um2 = 1244
synthSimpleGateAreaFrac = 0.3129
edf_count = 1
top_cell_area_share = 0.4346
synth.largest_area_cell = dfxtp_1
synth.cellmix.compoundShare = 0.1056
flop_cell = dfxtp_1
common_cells = dfxtp_1 (27), nand2_1 (13), nand3_1 (11), a21oi_1 (10), xnor2_1 (9)
ys_seq_frac = 0.4588
topCellsByArea = dfxtp_1 (43%), xnor2_1 (6.3%), nand3_1 (4.4%)
mux_share = 0

[detailed_routing]
drtIter0Drc = 19
wl_per_cell_um = 11.94
post_drt_via_cell_ratio = 5.246
wl_um = 2281
drt_pass1_iterations = 4
drc_errors = 0
postRouteAntennaNets = 0
vias = 1002
n_antenna_cell = 0

[status]
status = completed

[final_timing]
setup_viol = 0
skew_ns = 0.005753
drv_slew = 0
fin_crit_sh = 0.5580
hold_violations = 0
worst_pin_slew_ns = 0.9658
fin_crit_ns = 2.120
slew_headroom = 0.3502
max_freq_mhz = 471.6
fin_setup_tns_ns = 0
rsz0062_at_grt = false

[worst_setup_path]
worstSetupPathType = flip-flop to flip-flop
ff2ff_setup_slack_ns = 1.68
r2r_start = counter[4]$_SDFF_PN0_
cp_slowest_cell = or4_1
arrival_ns = 2.33
crit_family = simple AND/OR/NAND/NOR gates
r2r_end = counter[24]$_SDFF_PN0_
endpoint_kind = flip-flop
startpoint_type = flip-flop
worstSetupEndpoint = counter[24]$_SDFF_PN0_
critPathMaxStageDelay_ns = 0.72
crit_start = counter[4]$_SDFF_PN0_
cp.depth = 4
crit_required_ns = 4.01
crit_chain = nand4_2, or4_1, or4_1, a21oi_1
worst_path_most_repeated_cell = or4_1
path_buffers = 0
crit_path_max_fanout = 10
worstRegToRegCells = 4

[power]
total_power_uw = 476.4
p_leak_nw = 0.5279
p_per_area_nw_per_um2 = 346.5
max-vdd-ir-drop_uv = 177.8

[grt]
grt_max_degree = 16
grt_pass1_wl_um = 4043
antenna_found_initial = 0
globalRouteOverflowTotal = 0
grt_pass1_vias = 872
grt_use_total = 0.1196

[die]
fp.coreArea_um2 = 4000
ios = 2
die_width_um = 66.39
dieArea_um2 = 4407
fp_util = 0.3109
dieHeight_um = 66.39
std_cell_rows = 23

[worst_hold_path]
hold_class = flip-flop to flip-flop

[job]
drv_cap = 0
warning_count = 25

[finish]
area_growth_pct = 10.56
nFillCells = 391
drive_above_1_share = 0.06383
design_area_um2 = 1375
utilization = 0.3438

[place]
routabilityCongestion = 0.8167
io_buffers = 1
postPlaceCellArea_um2 = 1320
dp_hpwl_um = 1620

-- sequential cells by signal (all words and copies together), names as in the netlist --
name and flops:
counter 27, clk 1
-- final cells by class --
class                   count  area, um^2  area share
repair buffers              2       17.52     0.01274
multi-input cells         105       661.9      0.4813
clock buffers               4       55.05     0.04004
flip-flops and latches     28       570.5      0.4149
inverters                   2       7.507    0.005460
well taps                  50       62.56     0.04550
-- per-layer routing --
| metal | part of all wire | track usage | vias to the layer above |
|---|---|---|---|
| met5 | 0 | 0 | - |
| met4 | 0.011 | 0.01862 | 0 |
| met3 | 0.025 | 0.01399 | 2 |
| met2 | 0.44 | 0.1811 | 17 |
| met1 | 0.52 | 0.1897 | 455 |
| li1 | - | - | 528 |
-- through the flow --
step | std cells | hold slack (ns) | worst slack (ns)
3_5_place_dp | 187 | 0.4748 | 1.705
4_1_cts | 191 | 0.4973 | 1.701
2_1_floorplan | 137 | 0.4377 | 1.740
5_1_grt | 191 | 0.5264 | 1.564
6_report | 191 | 0.4928 | 1.680
3_3_place_gp | 187 | 0.4539 | 1.773
-- kinds of logic (layout without fill, tap and decap cells) --
logic type,after synthesis,in the layout
and+or+nand+nor,68,68
DFF,28,28
AOI/OAI and AO/OA,22,22
xor gates and xnor gates,14,14
buffers and inverters,4,8
adders and majority gates,1,1
-- worst reg2reg max path: cells and delay by family (launching register included) --
kind / cells / cell delay [ns]
flops: 1 / 0.43
compound gates: 1 / 0.16
simple gates: 3 / 1.47
-- cell usage in the layout, fill, tap and decap left out, drive strengths merged, types with 6 or more instances in the layout --
master and count:
nand3 11, nor2 7, nand4 6, a21oi 10, xnor2 9, dfxtp 27
or4 6, nand2 13
-- report_power, final --
group          switching (mW)  internal, mW
clock network          0.0892        0.0927
registers                   0         0.295
logic                       0             0
total                  0.0892         0.387
-- how the worst min path moves through the flow --
| stage | startpoint | to | depth (start not counted) |
|---|---|---|---|
| 4_1_cts | counter[25]$_SDFF_PN0_ | counter[25]$_SDFF_PN0_ | 1 |
| 5_1_grt | counter[8]$_SDFF_PN0_ | counter[8]$_SDFF_PN0_ | 2 |
| 6_report | counter[0]$_SDFF_PN0_ | counter[0]$_SDFF_PN0_ | 1 |
